==> ./design.v <==
module uart
#(    parameter CLK_FREQ = 50_000_000,
      parameter BAUD     = 115_200
)
(     input clk,
      input reset,
      input             rx,          
      output reg [7:0]  rx_data,     
      output            rx_valid,    
      output reg  tx,                
      input [7:0] tx_data,           
      input       tx_transmit,       
      output reg  tx_ready           
   );
   localparam SYNC_STAGES = 2;
   localparam OSF = 16;
   localparam CLK_DIV_COUNT = CLK_FREQ / (OSF * BAUD);
   reg [15:0] count;
   reg enable;        
   reg [SYNC_STAGES-1:0] rx_sync;
   reg rx_internal;
   localparam RX_WAIT            = 0;
   localparam RX_CHECK_START     = 1;
   localparam RX_RECEIVING       = 2;
   localparam RX_WAIT_FOR_STOP   = 3;
   localparam RX_INITIAL_STATE = RX_WAIT;
   reg [1:0] rx_state = RX_INITIAL_STATE;
   reg [4:0] rx_count;         
   reg [2:0] rx_sampleCount;   
   reg rx_validInternal, rx_validLast;
   localparam TX_WAIT         = 0;
   localparam TX_TRANSMITTING = 1;
   localparam TX_INITIAL_STATE = TX_WAIT;
   reg tx_state = TX_INITIAL_STATE;
   reg [9:0] tx_dataBuffer;    
   reg [4:0] tx_count;         
   reg [3:0] tx_sampleCount;   
   always @(posedge clk) begin
      if (reset) begin
         count <= 0;
         enable <= 0;
      end else if (count == CLK_DIV_COUNT - 1) begin
         count <= 0;
         enable <= 1;
      end else begin
         count <= count + 1;
         enable <= 0;
      end
      if (enable) begin
         {rx_sync,rx_internal} <= {rx, rx_sync};
      end
      rx_validLast <= rx_validInternal;
   end
   assign rx_valid = rx_validInternal & ~rx_validLast;
   always @(posedge clk) begin
      if (reset) begin
         rx_state <= RX_INITIAL_STATE;
         rx_validInternal <= 0;
      end else if (enable) begin
         case (rx_state)
            RX_WAIT: begin
               rx_validInternal <= 0;
               if (rx_internal == 0) begin
                  rx_state <= RX_CHECK_START;
                  rx_count <= 1;
               end
            end
            RX_CHECK_START: begin
               if (rx_count == (OSF >> 1) - 1 && rx_internal == 0) begin
                  rx_state <= RX_RECEIVING;
                  rx_count <= 0;
                  rx_sampleCount <= 0;
               end else if (rx_count == (OSF >> 1) - 1 && rx_internal == 1) begin
                  rx_state <= RX_WAIT;
               end else begin
                  rx_count <= rx_count + 1;
               end
            end
            RX_RECEIVING: begin
               if (rx_count == OSF - 1) begin
                  rx_count <= 0;
                  rx_data <= {rx_internal, rx_data[7:1]};
                  rx_sampleCount <= rx_sampleCount + 1;
                  if (rx_sampleCount == 7) begin
                     rx_state <= RX_WAIT_FOR_STOP;
                  end
               end else begin
                  rx_count <= rx_count + 1;
               end
            end
            RX_WAIT_FOR_STOP: begin
               if (rx_internal == 1'b1) begin
                  rx_state <= RX_WAIT;
                  rx_validInternal <= 1;
               end
            end
            default: begin
               rx_state <= RX_INITIAL_STATE;
            end
         endcase
      end
   end
   always @(posedge clk) begin
      if (reset) begin
         tx_state <= TX_INITIAL_STATE;
         tx <= 1;
      end else begin
         case (tx_state)
            TX_WAIT: begin
               tx <= 1;
               if (tx_transmit) begin
                  tx_dataBuffer <= {1'b1, tx_data, 1'b0};
                  tx_count <= 0;
                  tx_sampleCount <= 0;
                  tx_ready <= 0;
                  tx_state <= TX_TRANSMITTING;
               end else begin
                  tx_ready <= 1;
               end
            end
            TX_TRANSMITTING: begin
               if (enable) begin
                  if (tx_count == OSF - 1) begin
                     tx_count <= 0;
                     tx_sampleCount <= tx_sampleCount + 1;
                     tx <= tx_dataBuffer[0];
                     tx_dataBuffer <= {1'b1, tx_dataBuffer[9:1]};
                     if (tx_sampleCount == 9) begin
                        tx_state <= TX_WAIT;
                     end
                  end else begin
                     tx_count <= tx_count + 1;
                  end
               end
            end
            default: begin
               tx_state <= TX_WAIT;
            end
         endcase
      end
   end
endmodule
==> ./run.sh <==
#!/bin/bash
# OpenROAD 26Q1-2900-gdf79404cd8, Yosys 0.63+post, stock flow scripts
make -C /OpenROAD-flow-scripts/flow DESIGN_CONFIG=/design/flow/config.mk WORK_HOME=/design/flow/orfs finish
==> ./config.mk <==
export PLATFORM = sky130hd
export DESIGN_NAME = uart
export DESIGN_NICKNAME = uart
export VERILOG_FILES = /design/flow/design.v
export SDC_FILE = /design/flow/constraint.sdc
export NUM_CORES = 4
export LEC_CHECK = 1
export CORE_UTILIZATION = 40
==> ./constraint.sdc <==
current_design uart

set clk_period 2.5
set clk_io_pct 0.2

create_clock -name clk0 -period $clk_period [get_ports {clk}]

set non_clock_inputs [all_inputs -no_clocks]
set_input_delay [expr $clk_period * $clk_io_pct] -clock clk0 $non_clock_inputs
set_output_delay [expr $clk_period * $clk_io_pct] -clock clk0 [all_outputs]
==> reports/summary.txt <==
Endpoint class of the critical path: register
Startpoint Class: register
Routed vias/inst: 4.82
Post-synth top flop: edfxtp_1
Switching power: 420 uW
Yosys warns: 1
Setup Skew: 7.10 ps
I/O Pins: 23
Fraction of layout cells with a size suffix above 1: 0.121
Synth Area per Inst: 11.7 um^2
Commonest Layout Cell: edfxtp_1
Layout area overhead: 19.0%
Gr usage total: 0.133
Worst VDD drop: 517 uV
Crit path buf inv count: 2
Layout fillers: 544
Starting density of the core: 0.425
Initial drt markers: 57
Core area: 6490 um^2
TritonCTS clock tree: done
Top Layout Cells: edfxtp_1 (38), nor2_1 (36), dfxtp_1 (23), clkdlybuf4s50_1 (22), ha_1 (16)
Largest net degree at the start of global routing: 21
Hold Fails Final Rpt: 0
Total setup buffers inserted after CTS: 0
P_leak: 1.16 nW
Data required time of the worst path: 2580 ps
Final total power: 2.00 mW
Relative slew margins: 0.562
Detail Route Antenna Nets: 0
Kind of critical path: register to register
Rows: 29
CP top delay family: simple AND/OR/NAND/NOR gates
Slew @ Worst Pin: 656 ps
Mapped Cells: 235
Yosys synthesis chip area: 2760 um^2
Status: completed
Most frequent CP cell: ha_1
Post-synth tally of flip-flops with integrated enable: 38
RSZ-0062 raised after global routing: false
Setup tns final: 0 ps
Routed wire length: 4140 um
Wire per inst: 11.8 um
Count of tool warnings: 32
Final period utilization: 0.792
Finished Cell Area: 3280 um^2
DRC viols: 0
Placer Congestion: 0.786
Vias in the first global route: 1600
Fin crit period: 1980 ps
Num CTS Buffers: 9
Worst-path cell chain: ha_1 > and3_1 > ha_1 > inv_1 > nand2_1 > and2_1 > buf_4
Clk root buf: clkbuf_8
DR vias: 1687
DR pass1 iterations: 4
Initial antenna violation count: 0
Die width: 85.1 um
Clk buf depth: 2
Ys async rst share: 0
CP max FO: 13
Clock-pin slew on the worst setup and hold paths: 70 ps
Die height: 85.1 um
Hpwl dp: 2800 um
Sequential power share: 0.549
Setup WS post-layout: 519 ps
Sink Count: 61
FMAX: 505 MHz
Number of buffers added to fix hold violations after cts: 0
H-tree depth: 3
# diodes: 0
CTS resizes: 0
Internal: 1.58 mW
Yosys cell count: 235
Final core occ: 0.505
Slowest stage delay, CP: 420 ps
Latency at later pin: 330 ps
Comb pwr share: 0.036
Input/output buffers: 22
Pwr per Cell Area: 609 nW/um^2
Post-synth seq share: 0.580
Cell Type Count: 36
Area of the mapped netlist: 2760 um^2
Crit-path slowest cell: edfxtp_1
MaxCap Viol Count: 0
Placed cell areas: 3090 um^2
First-pass GRT wire length: 7310 um
Total global routing overflow: 0
Final setup viols: 0
Clock power frac: 0.414
Slew Limit Fails: 0
Ys flops: 61
Die area: 7230 um^2
Crit path arrival time: 2060 ps
Switching part of the total power: 0.210
Hold/Removal Path Class: register to register
Dpl ws: 360 ps
per-stage QoR:
stage,hold WS (ps),std cells
after floorplan,359,235
after global placement,400,334
after detailed placement,400,334
after CTS,416,350
after global routing,419,350
final,414,350
Yosys cell counts, types with 2 or more instances:
library cell	number	area share
nor2_1	36	0.049
nor4_1	8	0.018
inv_1	15	0.020
ha_1	16	0.073
xnor2_1	15	0.048
dfxtp_1	23	0.17
a22oi_1	2	0.0054
nor3_1	4	0.0073
nor2b_1	6	0.014
o21ai_0	3	0.0054
nand4b_1	2	0.0064
edfxtp_1	38	0.41
xor2_1	5	0.016
mux2_2	7	0.029
clkbuf_1	3	0.0041
o21a_1	2	0.0054
and3_1	3	0.0068
nand4_1	4	0.0091
nand2b_1	4	0.0091
nand3_1	10	0.018
and2_1	6	0.014
nand2_1	9	0.012
worst paths after layout:
| path | from | to | slack [ps] | cells past startpoint |
|---|---|---|---|---|
| worst max-delay path | tx_count[0]$_SDFFCE_PP0P_ | tx_sampleCount[2]$_SDFFCE_PN0P_ | 520 | 7 |
| worst min register to register | rx_validInternal$_SDFFE_PP0P_ | rx_validLast$_DFF_P_ | 410 | 0 |
| worst max register to register | tx_count[0]$_SDFFCE_PP0P_ | tx_sampleCount[2]$_SDFFCE_PN0P_ | 520 | 7 |
| worst min-delay path | rx_validInternal$_SDFFE_PP0P_ | rx_validLast$_DFF_P_ | 410 | 0 |
final cells by class:
type,instances,area (um^2),share of cell area
Tap cell,77,96.3,0.0294
Timing Repair Buffer,27,258,0.0785
Multi-Input combinational cell,154,1080,0.329
Clock buffer,9,124,0.0377
Clock inverter,7,66.3,0.0202
Sequential cell,61,1600,0.488
Inverter,15,56.3,0.0172
registers in the layout (all words and copies together), names as in the netlist, named ones only:
register and count:
count 16, enable 1, rx_count 5, rx_data 8, rx_internal 1, rx_sampleCount 3
rx_state 1, rx_sync 2, rx_validInternal 1, rx_validLast 1, tx 1, tx_count 5
tx_dataBuffer 9, tx_ready 1, tx_sampleCount 4, tx_state 1
cells by family (layout without fill, tap and decap cells):
kind of cell / Yosys count / count (layout) / synth area share
AOI/OAI and AO/OA: 15 / 15 / 0.0472
muxes: 8 / 8 / 0.0340
and+or+nand+nor: 95 / 95 / 0.174
adders and majority gates: 16 / 16 / 0.0726
buffers and inverters: 20 / 58 / 0.0281
xor gates and xnor gates: 20 / 20 / 0.0635
DFF: 61 / 61 / 0.580
power by group through the flow:
stage	sequential [mW]	clock, mW	combinational [mW]
global route	1.10	0.899	0.0824
CTS	1.10	0.856	0.0738
finish	1.10	0.828	0.0727
metal layers:
metal / share of wire / vias to the layer above / GRT usage
li1: - / 889 / -
met1: 0.52 / 759 / 0.219
met5: 0 / - / 0
met3: 0.053 / 5 / 0.0454
met2: 0.42 / 34 / 0.188
met4: 0.014 / 0 / 0.0139
No activity file was given, so power comes from the tool's default toggle rates.
