**/design/flow/config.mk**
```make
export PLATFORM = sky130hd
export DESIGN_NAME = spi
export DESIGN_NICKNAME = spi
export VERILOG_FILES = /design/flow/design.v
export SDC_FILE = /design/flow/constraint.sdc
export NUM_CORES = 4
export LEC_CHECK = 1
export CORE_AREA = 10 10 113 113
export DIE_AREA = 0 0 123 123
```
**/design/flow/constraint.sdc**
```tcl
current_design spi

set clk_period 3.3
set clk_io_pct 0.2

create_clock -name clk0 -period $clk_period [get_ports {clk}]

set non_clock_inputs [all_inputs -no_clocks]
set_input_delay [expr $clk_period * $clk_io_pct] -clock clk0 $non_clock_inputs
set_output_delay [expr $clk_period * $clk_io_pct] -clock clk0 [all_outputs]
```
**/design/flow/design.v**
```verilog
module spi #(
        parameter DATASIZE = 8,
        parameter CLK_FREQUENCY = 50_000_000,
        parameter SPI_FREQUENCY = 2_000_000,
        parameter IDLE_NS = 200
    ) (
        input   reset_n,
        input   clk,
        input                       tx_request,
        input   [DATASIZE-1:0]      tx_data,
        input                       rx_request,
        output logic [DATASIZE-1:0] rx_data,
        output logic                rx_valid,
        output logic                ack_request,
        output logic                active,
        output logic spi_sdi,
        input        spi_sdo,
        output logic spi_csn,
        output logic spi_clk
    );
    localparam longint CLOCK_COUNT = IDLE_NS * CLK_FREQUENCY;
    localparam IDLE_CLOCKS =  CLOCK_COUNT / 1_000_000_000; 
    logic [$clog2(IDLE_CLOCKS)-1:0] idlecount, idlecount_next;
    localparam CLK_COUNT = CLK_FREQUENCY / (2 * SPI_FREQUENCY);
    logic [$clog2(CLK_COUNT)-1:0] clk_counter;
    logic spi_clk_enable, spi_clk_last, spi_clk_falling, spi_clk_rising;
    always_ff @(posedge clk) begin
        if (spi_clk_enable) begin
            if (clk_counter == 0) begin
                spi_clk <= ~spi_clk;
                clk_counter <= CLK_COUNT - 1'b1;
            end else begin
                clk_counter <= clk_counter - 1'b1;
            end
        end else begin
            spi_clk <= 1'b1;
            clk_counter <= 0;
        end
        spi_clk_last <= spi_clk;
    end
    assign spi_clk_falling = (spi_clk == 1'b0) && (spi_clk_last == 1'b1);
    assign spi_clk_rising = (spi_clk == 1'b1) && (spi_clk_last == 1'b0);
    logic pending_request;
    assign pending_request = tx_request | rx_request;
    typedef enum logic [1:0] {IDLE, TO_ACTIVE, ACTIVE, TO_IDLE} state_t;
    state_t state, state_next;
    logic [$clog2(DATASIZE)-1:0] count, count_next;
    logic spi_csn_next, spi_sdi_next, rx_valid_next;
    logic save_requests, tx_request_r, rx_request_r; 
    logic [DATASIZE-1:0] tx_data_r;
    logic [DATASIZE-1:0] rx_data_next;
    always_ff @(posedge clk) begin
        if (reset_n == 1'b0) begin
            state <= IDLE;
            spi_csn <= 1'b1;
            spi_sdi <= 1'b1;
            idlecount <= 0;
        end else begin
            state <= state_next;
            spi_csn <= spi_csn_next;
            spi_sdi <= spi_sdi_next;
            idlecount <= idlecount_next;
        end
        count <= count_next;
        rx_data <= rx_data_next;
        rx_valid <= rx_valid_next;
        if (save_requests) begin
            tx_request_r = tx_request;
            tx_data_r = tx_data;
            rx_request_r = rx_request;
        end 
    end
    always_comb begin
        state_next = state;
        count_next = count;
        spi_sdi_next = spi_sdi;
        spi_csn_next = 1'b1;
        rx_data_next = rx_data;
        rx_valid_next = 1'b0;
        idlecount_next = idlecount;
        save_requests = 1'b0; 
        spi_clk_enable = 1'b0;
        ack_request = 1'b0;
        active = 1'b1;
        case (state)
            IDLE: begin
                active = 1'b0;
                if (pending_request && (idlecount == 0)) begin
                    save_requests = 1'b1;
                    spi_csn_next = 1'b0; 
                    state_next = TO_ACTIVE;
                end
                if (idlecount > 0) begin
                    idlecount_next = idlecount - 1'b1;
                end
            end
            TO_ACTIVE: begin
                spi_csn_next = 1'b0; 
                spi_clk_enable = 1'b1;
                ack_request = 1'b1;
                count_next = DATASIZE - 1'b1;
                state_next = ACTIVE; 
            end
            ACTIVE: begin
                spi_csn_next = 1'b0;
                spi_clk_enable = 1'b1;
                if (tx_request_r && spi_clk_falling) begin
                    spi_sdi_next = tx_data_r[count];
                end
                if (rx_request_r && spi_clk_rising) begin
                    rx_data_next = {rx_data[DATASIZE-2:0], spi_sdo};
                end 
                if (spi_clk_rising) begin
                    if (count == 0) begin
                        if (rx_request_r) begin
                            rx_valid_next = 1'b1;
                        end 
                        if (pending_request) begin
                            save_requests = 1'b1;
                            state_next = TO_ACTIVE;
                        end else begin
                            state_next = TO_IDLE;
                        end
                    end else begin
                        count_next = count - 1'b1;
                    end
                end 
            end
            TO_IDLE: begin
                spi_csn_next = 1'b0;
                spi_sdi_next = 1'b1;
                idlecount_next = IDLE_CLOCKS - 1'b1;
                state_next = IDLE;
            end
        endcase
    end
endmodule  
```
**/design/flow/run.sh**
```bash
#!/bin/bash
# OpenROAD 26Q1-2900-gdf79404cd8, Yosys 0.63+post, stock flow scripts
make -C /OpenROAD-flow-scripts/flow DESIGN_CONFIG=/design/flow/config.mk WORK_HOME=/design/flow/orfs finish
```
==> metrics.yaml <==
h-tree-depth: 2
synth.distinct_cells: 37
max_slew.worst_pin.slew_ps: 511
period_utilization_pct: 71.2
wire_length_of_the_first_global_routing_pass_um: 5260
layout.cells.most_common: "sky130_fd_sc_hd__clkdlybuf4s50_1"
route.detailed.wl_per_inst_um: 10.8
yosys_area_um2: 1520
layout.area.comb_um2: 495
report.final.hold_viol_count: 0
max-vdd-ir-drop_mv: 0.349
status: "finished, final reports clean"
chip_area_um2: 15100
synth.cell_area_um2: 1520
accumulated_negative_setup_slack_ps: 0
cts-root-to-sink-buffers: 2
initial_drc_count: 52
synth_cells: 124
syn_to_final_growth_pct: 36.9
timing.setup.critical_path_class: "reg2out"
critical-path-top-delay-family: "simple AND/OR/NAND/NOR gates"
clock_slew_at_the_register_clock_pins_of_the_worst_setup_and_hold_paths_ps: 80
post_route_cells_drive_above_1_share_pct: 12.1
die-height_um: 123
cts_repair_resize_count: 0
postLayoutCoreUtil_pct: 20.2
slew_headroom_pct: 65.8
finalHoldWorstSlack_ps: 413
initial_antenna_violation_count: 0
fmax_ghz: 0.426
ys_cells: 124
initial_utilization_pct: 14.7
grt_max_degree: 14
design.portCount: 27
cts_inserted_buffers: 5
clock_skews_ps: 7.77
buffer_ports.inserted: 26
number_of_warnings_the_tools_reported: 26
post_synthesis_sequential_element_count: 38
chain_of_cells_forming_the_critical_path: "or2_2 > nor2_1 > clkdlybuf4s50_1"
cts_setup_buffers: 0
max-cap-violations: 0
routed-via-count: 1011
drv_slew: 0
detailedPlacementHpwl_um: 2380
place_congestion: 0.802
post_route_minimum_period_ps: 2350
critPathMaxStageDelay_ps: 480
fp.dieW_um: 123
rr_startpoint: "count[0]"
number_of_remaining_drc_errors: 0
n_fill_cell: 1116
worst-endpoint-required_ps: 2640
n_antenna_cell: 0
routed_via_density: 3.45
clock_tree_from_tritoncts: "yes"
clock.latency.late_pin_ps: 290
std_cell_rows: 37
layout_top_cells: "sky130_fd_sc_hd__clkdlybuf4s50_1 (26), sky130_fd_sc_hd__edfxtp_1 (21), sky130_fd_sc_hd__dfxtp_1 (17)"
cpMaxStageDelayCell: "sky130_fd_sc_hd__clkdlybuf4s50_1"
cts_root_buffer: "sky130_fd_sc_hd__clkbuf_8"
hold_path.startpoint: "spi_clk"
wl_um: 3160
gr-usage-all-layers_pct: 4.37
yosysWarnings: 1
gr-total-overflow: 0
detail-route-antenna-nets: 0
cp-start-kind: "flop"
timing.critical_path.buf_inv: 1
pleak_nw: 0.742
hp-class: "reg2reg"
grt_pass1_vias: 1038
synth_seq_share_pct: 63.9
final-seq-area_um2: 971
mean_post_synth_cell_area_um2: 12.3
rsz_0062_raised_after_global_routing: "no"
end_kind: "primary output"
total_number_of_clock_tree_sinks: 38
critical_path.max_fanout: 8
finalSetupViolations: 0
critical_path.startpoint: "state[3]"
dr.pass1.iters: 4
worst-endpoint-arrival_ps: 1690
hold_buffers: 0
core_region_area_um2: 10300
power.density_nw_per_um2: 826
-- stage by stage --
| stage | total power, mW | setup WS [ps] | cell area [um^2] | std cells |
|---|---|---|---|---|
| CTS | 1.75 | 929 | 2080 | 293 |
| global placement | 1.31 | 1280 | 1950 | 285 |
| floorplan | 1.08 | 1200 | 1520 | 124 |
| detailed placement | 1.32 | 1250 | 1950 | 285 |
| global route | 1.86 | 832 | 2080 | 293 |
| finish | 1.72 | 951 | 2080 | 293 |
-- layer usage --
metal / vias up / routed length, um / GRT usage (%)
met5: - / 0 / 0
met4: 0 / 54 / 0.728
met3: 5 / 293 / 1.99
met2: 34 / 1260 / 5.96
met1: 472 / 1550 / 6.37
li1: 500 / - / -
-- Yosys cell counts --
library cell / instances / area share [%]
sky130_fd_sc_hd__a31oi_1: 1 / 0.41
sky130_fd_sc_hd__mux4_2: 1 / 1.5
sky130_fd_sc_hd__a311oi_1: 1 / 0.58
sky130_fd_sc_hd__nor2_1: 10 / 2.5
sky130_fd_sc_hd__clkbuf_2: 1 / 0.33
sky130_fd_sc_hd__mux2i_1: 1 / 0.66
sky130_fd_sc_hd__nand3b_1: 2 / 0.99
sky130_fd_sc_hd__nand2b_1: 2 / 0.82
sky130_fd_sc_hd__xor2_1: 1 / 0.58
sky130_fd_sc_hd__xnor2_1: 1 / 0.58
sky130_fd_sc_hd__and3_1: 2 / 0.82
sky130_fd_sc_hd__edfxtp_1: 21 / 41
sky130_fd_sc_hd__inv_1: 11 / 2.7
sky130_fd_sc_hd__o21ai_0: 5 / 1.6
sky130_fd_sc_hd__nor3_1: 2 / 0.66
sky130_fd_sc_hd__mux2_2: 2 / 1.5
sky130_fd_sc_hd__ha_1: 4 / 3.3
sky130_fd_sc_hd__a211oi_1: 1 / 0.49
sky130_fd_sc_hd__nand2_1: 6 / 1.5
sky130_fd_sc_hd__o31ai_1: 1 / 0.49
sky130_fd_sc_hd__a31o_2: 1 / 0.58
sky130_fd_sc_hd__dfxtp_1: 17 / 22
sky130_fd_sc_hd__nor4_2: 1 / 0.82
sky130_fd_sc_hd__or2_2: 2 / 0.82
sky130_fd_sc_hd__clkbuf_1: 2 / 0.49
sky130_fd_sc_hd__and4_1: 1 / 0.58
sky130_fd_sc_hd__o21ai_1: 1 / 0.33
sky130_fd_sc_hd__nor3b_1: 3 / 1.5
sky130_fd_sc_hd__a21boi_0: 1 / 0.49
sky130_fd_sc_hd__a21oi_1: 6 / 2.0
sky130_fd_sc_hd__a211o_1: 2 / 1.2
sky130_fd_sc_hd__o21a_1: 3 / 1.5
sky130_fd_sc_hd__or3_1: 1 / 0.41
sky130_fd_sc_hd__nor2b_1: 4 / 1.6
sky130_fd_sc_hd__nand3_1: 1 / 0.33
sky130_fd_sc_hd__nor3_2: 1 / 0.66
sky130_fd_sc_hd__nor2b_4: 1 / 0.91
-- kinds of logic (layout without fill, tap and decap cells) --
logic type	after synthesis	after routing	synth area share, %
compound gates	23	23	9.63
xor+xnor	2	2	1.15
fa+ha+maj	4	4	3.29
buf+inv	14	47	3.54
flops	38	38	63.9
mux	4	4	3.62
simple gates	39	39	14.9
-- flip-flops by register name (all words and copies together), names as in the netlist, 3 cells and up --
signal,count
tx_data_r,8
state,4
count,3
rx_data,8
clk_counter,4
idlecount,4
-- worst register-to-register path: cells and delay by family, from the launching register on --
family / cells / cell delay (ps)
adder cells (fa/ha/maj): 1 / 160
flip-flops: 1 / 480
buffers and inverters: 3 / 390
AND-OR/OR-AND: 1 / 100
AND/OR/NAND/NOR: 2 / 550
-- power breakdown --
| group | switching, mW | leakage, nW | internal, mW |
|---|---|---|---|
| clock | 0.173 | 0.0647 | 0.242 |
| sequential | 0.0956 | 0.329 | 0.682 |
| combinational | 0.240 | 0.349 | 0.286 |
-- final timing paths --
path / end / slack [ps] / depth (start not counted)
setup / recovery: ack_request / 950 / 3
hold / removal: spi_clk_last / 410 / 0
setup reg to reg: tx_data_r[0] / 1330 / 7
hold reg to reg: spi_clk_last / 410 / 0
-- area by class of cell --
| class | instances | area share, % |
|---|---|---|
| Clock buffer | 7 | 5.71 |
| Clock inverter | 1 | 0.421 |
| Inverter | 11 | 1.98 |
| Multi-Input combinational cell | 72 | 23.8 |
| Sequential cell | 38 | 46.7 |
| Tap cell | 136 | 8.18 |
| Timing Repair Buffer | 28 | 13.2 |
No activity file was given, so power comes from the tool's default toggle rates.
